File: /design/flow/design.v
module FSM_head(clk, s, reset, w, opcode, op, nsel, loada, loadb, asel, bsel, loadc, loads, write, ALUop, vsel);
    input s, reset, clk;
    input [2:0] opcode;
    input [1:0] op, ALUop;
    output reg asel, bsel, loada, loadb, loadc, loads, write, w;
    output reg [1:0] nsel, vsel;
    reg [2:0] state;
    FSM statechanges(.clk(clk), .reset(reset), .s(s), .opcode(opcode), .state(state), .ALUop(ALUop), .op(op));
    FSMout FSMoutput (.ALUop(ALUop), .opcode(opcode), .state(state), .op(op), .asel(asel), .bsel(bsel), .loada(loada), .loadb(loadb), .loadc(loadc), .loads(loads), .write(write), .nsel(nsel), .vsel(vsel));
    always_comb begin 
        case(state) 
            3'd0: w = ((s==0) ? 1'b1 : 1'b0);
            default: w = 1'b0;
        endcase
    end
endmodule: FSM_head
module FSM(clk, reset, s, opcode, state, op, ALUop);
    input clk, reset, s;
    input [1:0] op, ALUop;
    input [2:0] opcode;
    output reg [2:0] state;
    initial begin
        state <= 3'd0;
    end
    always @(posedge clk) begin
            if (reset) begin
                state <= 3'd0;
            end   
            else if (s) begin
                if (opcode == 3'b110 && op == 2'b10) begin
                    case(state) 
                        3'd0: state <= 3'd1;
                        3'd1: state <= 3'd0;
                        default: state <= 3'd0;
                    endcase
                end
                else if (opcode == 3'b101 || opcode == 3'b110) begin
                    case(state)
                        3'd0: state <= 3'd1;
                        3'd1: state <= 3'd2;
                        3'd2: state <= 3'd3;
                        3'd3: state <= (ALUop == 2'b01 ? 3'd0 : 3'd4);
                        3'd4: state <= 3'd0;
                        default: state <= 3'd0;
                    endcase
                end
            end
            else 
                state <= 3'd0;
    end
endmodule: FSM
module FSMout(ALUop, state, opcode, op, asel, bsel, loada, loadb, loadc, loads, write, nsel, vsel);
    input [2:0] opcode, state;
    input [1:0] op, ALUop;
    output reg asel, bsel, loada, loadb, loadc, loads, write;
    output reg [1:0] nsel, vsel;
    always @(state or opcode or op or ALUop) begin
        loada = 1'b0;
        loadb = 1'b0;
        loadc = 1'b0;
        loads = 1'b0;
        write = 1'b0;
        nsel = 2'bxx;
        vsel = 2'bxx;
        asel = 1'b0;
        bsel = 1'b0;  
        if (opcode == 3'b110 && op == 2'b10) begin
            case(state) 
                3'd1: begin
                    nsel <= 2'b10;
                    vsel <= 2'b10;
                    write <= 1'b1; 
                end
                default: begin
                    write <= 1'b0;
                    nsel <= 2'bxx;
                    vsel <= 2'bxx;
                    asel <= 1'bx;
                    bsel <= 1'bx;
                end
            endcase
        end
        else if (opcode == 3'b110 && op == 2'b00) begin
            case(state)
                3'd1: begin
                    nsel <= 2'b00;
                    bsel <= 1'b0;
                    asel <= 1'b1;
                end
                3'd2: begin
                    nsel <= 2'b00;
                    loadb <= 1'b1;
                    bsel <= 1'b0;
                    asel <= 1'b1;
                end
                3'd3: begin
                    nsel <= 2'b00;
                    loadc <= 1'b1;
                    bsel <= 1'b0;
                    asel <= 1'b1;
                end
                3'd4: begin
                    nsel <= 2'b01;
                    vsel <= 2'b00;
                    write <= 1'b1;
                end
                default: begin
                    write <= 1'b0;
                    nsel <= 2'bxx;
                    vsel <= 2'b00;
                    asel <= 1'b0;
                    bsel <= 1'b1;
                end
            endcase
        end
        else if (opcode == 3'b101) begin
            case(state)
                3'd1: begin
                    nsel <= 2'b10;
                    loada <= 1'b1;
                    asel <= 1'b0; 
                    write <= 1'b0; 
                end
                3'd2: begin
                    nsel <= 2'b00;
                    loada <= 1'b0;
                    loadb <= 1'b1;
                    bsel <= 1'b0;
                end
                3'd3: begin
                    loadc <= 1'b1;
                    if (ALUop == 2'b01)
                        loads <= 1'b1;
                    else
                        loads <= 1'b0;
                end
                3'd4: begin
                    nsel <= 2'b01;
                    vsel <= 2'b00;
                    write <= 1'b1;
                end
                default: begin
                    write <= 1'b0;
                    nsel <= 2'bxx;
                    vsel <= 2'bxx;
                    asel <= 1'bx;
                    bsel <= 1'bx;
                end
            endcase
        end
    end
endmodule: FSMout
File: /design/flow/run.sh
#!/bin/bash
# OpenROAD 26Q1-2900-gdf79404cd8, Yosys 0.63+post, stock flow scripts
make -C /OpenROAD-flow-scripts/flow DESIGN_CONFIG=/design/flow/config.mk WORK_HOME=/design/flow/orfs finish
File: /design/flow/config.mk
export PLATFORM = sky130hd
export DESIGN_NAME = FSM_head
export DESIGN_NICKNAME = FSM_head
export VERILOG_FILES = /design/flow/design.v
export SDC_FILE = /design/flow/constraint.sdc
export NUM_CORES = 4
export LEC_CHECK = 1
export CORE_AREA = 10 10 70 70
export DIE_AREA = 0 0 80 80
File: /design/flow/constraint.sdc
current_design FSM_head

set clk_period 1.4
set clk_io_pct 0.2

create_clock -name clk0 -period $clk_period [get_ports {clk}]

set non_clock_inputs [all_inputs -no_clocks]
set_input_delay [expr $clk_period * $clk_io_pct] -clock clk0 $non_clock_inputs
set_output_delay [expr $clk_period * $clk_io_pct] -clock clk0 [all_outputs]
==> flow_summary.ini <==
; yosys + openroad results
[global_routing]
grt_use_total_pct = 4.84
grt_start_max_net_pins = 9
gr-usage-met3_pct = 1.70
globalRouteOverflowTotal = 0
met2_usage_pct = 7.78
use_met1_pct = 6.03
grt_pass1_vias = 546
grt_antenna_before_repair = 0
grt_pass1_wl_um = 2580
grt.busiest_layer = met2

[setup_path]
arrival_ns = 1.36
startpoint_type = input port
end_kind = output port
required_ns = 1.12
worst-setup-path-type = input port to output port
worstPathMaxFanout = 2

[final_layout]
top_regs = statechanges.state: 3 flops
syn_to_final_growth_pct = 152
drive_gt1_share_pct = 75.5
largest_reg_flops = 3
top_register = statechanges.state
fin_cells = 140
fin_area_um2 = 945
fin_util_pct = 27.7
nFillCells = 359

[logic_synthesis]
ys_seq_share_pct = 16.0
edf_count = 0
synth_warnings = 3
ys.flops = 3
area_leaders = dfxtp_1 16%, buf_6 9.0%, nor4bb_4 6.7%
synthFlopType = dfxtp_1
most_common_cell = nor2_1
syn_area_um2 = 375
syn_inst = 49
common_cells = 6 x nor2_1, 5 x nand2_1, 3 x buf_6, 3 x dfxtp_1, 3 x nor3_1
ys_types = 27
yosys.area.top_type = dfxtp_1
synth_top_area_share_pct = 16.0
synthArstFlopShare_pct = 0
ys_chip_area_um2 = 375
yosys_cells = 49
syn_area_per_cell_um2 = 7.66

[routing]
drc = 0
antenna_cells = 0
ant_nets = 0
detail_route.iter0.violations = 36
vias = 519
wirelength_um = 1630
viasPerCell = 3.71
wl_per_cell_um = 11.7
drtPass1Iterations = 4

[floorplanning]
rows = 21
die_y_um = 80
fp-utilization_pct = 11.0
die-area_um2 = 6400
fp.dieW_um = 80
ios = 22
core_area_um2 = 3420

[run]
maxCapViolCount = 0
tool_warnings = 27

[power]
p_per_area_nw_per_um2 = 386
vdd_drop_max_mv = 0.0921
p_leak_nw = 0.400

[timing]
fin_ws_ns = -0.239
finalSetupTns_ns = -1.59
fmax_mhz = 610
hold_viol_final = 0
holdWs_ns = 0.508
finalCriticalPeriod_ns = 1.64
drv_slew = 0
fin_crit_sh_pct = 117
rsz0062_at_grt = yes
final.setup_skew_ns = 0.00127
setup_viol = 12

[clock_tree]
cts_hold_buf = 0
cts-root-buf = clkbuf_4
cts_tree = yes
h-tree-depth = 1
clkLatencyLatePin_ns = 0.23
clk_pin_slew_worst_paths_ns = 0.04
cts_made_buffers = 3
cts_sinks = 3
clk_path_buf_depth = 2

[place]
placedCellCount = 127
gp_congestion = 0.836
port_buffers = 20
dp_hpwl_um = 1120
placed_area_um2 = 724

[outcome]
status = complete, but fails checks
violations = negative setup slack

[hold_path]
hold_path_class = input port to flip-flop
==> final cells by class <==
cell class	instances	area [um2]	share of cell area, %
Clock buffer	4	26.3	2.78
Inverter	1	6.26	0.662
Multi-Input combinational cell	41	385	40.8
Sequential cell	3	63.8	6.75
Tap cell	46	57.6	6.09
Timing Repair Buffer	45	405	42.9
==> cell usage in the layout (no fill, tap or decap), types with 2 or more instances in the layout <==
cell type and n:
nor3_2 2, buf_4 13, nand2b_1 2, clkbuf_4 3
buf_2 10, nor2b_1 2, or4_4 2, dfxtp_2 3
clkdlybuf4s50_1 3, nand2_4 2, xnor2_1 2, buf_6 15
or2b_1 2, nor2_2 2, o21ai_2 2, nor2_4 3
nand2_1 3, buf_8 2
==> critical path, cell delays in order <==
cell	delay, ns
buf_8	0.10
nor4bb_4	0.31
or2b_1	0.29
buf_6	0.13
nor3_4	0.13
buf_2	0.12
==> path summary, 6_finish.rpt <==
kind / from / to / slack, ns / cells past startpoint
max: op[0] / asel / -0.24 / 6
min: opcode[2] / statechanges.state[0]$_SDFFE_PP0P_ / 0.51 / 5
max reg2reg: statechanges.state[2]$_SDFFE_PP0P_ / statechanges.state[2]$_SDFFE_PP0P_ / -0.11 / 5
min reg2reg: statechanges.state[2]$_SDFFE_PP0P_ / statechanges.state[2]$_SDFFE_PP0P_ / 0.61 / 3
==> per-layer routing <==
layer  wire length, um  share of wire, %  vias to the layer above
met5                 0                 0                        -
met4                31               1.9                        0
met3               106               6.5                        2
met2               806                49                       15
met1               689                42                      239
li1                  -                 -                      263
==> power breakdown <==
| group | internal [mW] | switching [mW] | leakage (nW) |
|---|---|---|---|
| Clock | 0.107 | 0.0456 | 0.0150 |
| Combinational | 0.0758 | 0.0468 | 0.359 |
| Sequential | 0.0874 | 0.00237 | 0.0257 |
==> logic make-up after synthesis <==
kind of cell | count (synthesis) | synth area share, %
other cells | 1 | 0.999
xor+xnor | 2 | 4.67
compound gates | 8 | 16.3
simple gates | 30 | 50.0
buf+inv | 5 | 12.0
flops | 3 | 16.0
==> through the flow <==
stage	power (mW)	setup slack, ns
floorplan	0.122	0.139
global placement	0.177	-0.926
detailed placement	0.178	-0.935
CTS	0.365	-0.229
global route	0.390	-0.331
finish	0.365	-0.239
==> what timing repair did <==
item	in CTS	in global routing
buffers inserted	8	2
pin swaps	15	9
endpoints found under the setup margin	14	13
gates resized	96	10
Power and IR drop assume default switching activity.
