### config.mk
export PLATFORM = sky130hd
export DESIGN_NAME = input_iface
export DESIGN_NICKNAME = input_iface
export VERILOG_FILES = /design/flow/design.v
export SDC_FILE = /design/flow/constraint.sdc
export NUM_CORES = 4
export LEC_CHECK = 1
export CORE_AREA = 10 10 88 88
export DIE_AREA = 0 0 98 98
### constraint.sdc
current_design input_iface

set clk_period 1.0
set clk_io_pct 0.2

create_clock -name clk0 -period $clk_period [get_ports {clk}]

set non_clock_inputs [all_inputs -no_clocks]
set_input_delay [expr $clk_period * $clk_io_pct] -clock clk0 $non_clock_inputs
set_output_delay [expr $clk_period * $clk_io_pct] -clock clk0 [all_outputs]
### design.v
module lab6_top(KEY,SW,LEDR,HEX0,HEX1,HEX2,HEX3,HEX4,HEX5,CLOCK_50);
  input [3:0] KEY;
  input [9:0] SW;
  output [9:0] LEDR; 
  output [6:0] HEX0, HEX1, HEX2, HEX3, HEX4, HEX5;
  input CLOCK_50;
  wire [15:0] out, ir;
  input_iface IN(CLOCK_50, SW, ir, LEDR[7:0]);
  wire Z, N, V;
  cpu U( .clk   (~KEY[0]),  
         .reset (~KEY[1]), 
         .s     (~KEY[2]),
         .load  (~KEY[3]),
         .in    (ir),
         .out   (out),
         .Z     (Z),
         .N     (N),
         .V     (V),
         .w     (LEDR[9]) );
  assign HEX5[0] = ~Z;
  assign HEX5[6] = ~N;
  assign HEX5[3] = ~V;
  sseg H0(out[3:0],   HEX0);
  sseg H1(out[7:4],   HEX1);
  sseg H2(out[11:8],  HEX2);
  sseg H3(out[15:12], HEX3);
  assign HEX4 = 7'b1111111;
  assign {HEX5[2:1],HEX5[5:4]} = 4'b1111;  
  assign LEDR[8] = 1'b0;
endmodule
module input_iface(clk, SW, ir, LEDR);
  input clk;
  input [9:0] SW;
  output [15:0] ir;
  output [7:0] LEDR;
  wire sel_sw = SW[9];  
  wire [15:0] ir_next = sel_sw ? {SW[7:0],ir[7:0]} : {ir[15:8],SW[7:0]};
  vDFF #(16) REG(clk,ir_next,ir);
  assign LEDR = sel_sw ? ir[7:0] : ir[15:8];  
endmodule         
module vDFF(clk,D,Q);
  parameter n=1;
  input clk;
  input [n-1:0] D;
  output [n-1:0] Q;
  reg [n-1:0] Q;
  always @(posedge clk)
    Q <= D;
endmodule
module sseg(in,segs);
  input [3:0] in;
  output reg [6:0] segs;
  always @(*) begin
    case(in)
      4'd0: segs <= (7'b1000000);
      4'd1: segs <= ~(7'b0000110);
      4'd2: segs <= ~(7'b1011011);
      4'd3: segs <= ~(7'b1001111);
      4'd4: segs <= 7'b0011001;
      4'd5: segs <= ~(7'b1101101);
      4'd6: segs <= ~(7'b1111101);
      4'd7: segs <= ~(7'b0000111);
      4'd8: segs <= ~(7'b1111111);
      4'd9: segs <= ~(7'b1101111);
      4'd10: segs <= 7'b0001000;
      4'd11: segs <= 7'b0000011;
      4'd12: segs <= 7'b1000110;  
      4'd13: segs <= 7'b0100001; 
      4'd14: segs <= 7'b0000110; 
      4'd15: segs <= 7'b0001110;
    default: segs <= 7'b1000000;  
    endcase
  end  
endmodule
### run.sh
#!/bin/bash
# OpenROAD 26Q1-2900-gdf79404cd8, Yosys 0.63+post, stock flow scripts
make -C /OpenROAD-flow-scripts/flow DESIGN_CONFIG=/design/flow/config.mk WORK_HOME=/design/flow/orfs finish
==> flow_summary.ini <==
; implementation run metrics
[floorplanning]
initCoreUtil_pct = 10.4
num_rows = 28
chip_area_mm2 = 0.00960
core-area_mm2 = 0.00592
die_height_um = 98
num_ports = 35
floorplan.die.width_um = 98

[critical_path]
startpoint_types = flop
path_max_fanout = 2
crit_path_end_kind = primary output
worst-setup-path-type = flop to primary output
cp.required_ps = 800
arrival_ps = 1130

[flow_run]
stage_log_warnings = 28
maxCapViolCount = 0

[yosys]
synth.avg_cell_area_um2 = 23.7
synthesis.area_um2 = 616
synth.ff_latch_count = 16
synth-warning-count = 1
ys_sh_simple_pct = 0
yosysUniqueCellTypes = 4
synth_stat.cells = 26
synthesized_instance_count = 26
synth.cellmix.xorXnorShare_pct = 0
synth.yosys.chip_area_um2 = 616
ys_sh_adder_pct = 0
synthMuxAreaShare_pct = 19.5
synth.cellmix.compoundShare_pct = 0
yosys.stat.seqShare_pct = 78.0
top_logic_kind = multiplexers

[routing]
remaining_drc_errors = 0
route.vias.total = 453
drt-vias-per-instance = 2.80
first_iter_violations = 14
drt-wirelength-per-cell_um = 11.0
drt-pass1-iter-count = 2
diodes = 0
drt-total-wl_um = 1790
postRouteAntennaNets = 0

[sta]
finalCritPeriodShare_pct = 133
report.final.hold_viol_count = 0
slew_headroom_pct = 90.8
fin_hold_ws_ps = 484
timing.final.max_slew_violations = 0
rsz0062_at_grt = true
finalSetupViolCount = 22
fin_crit_ps = 1330
layout_setup_ws_ps = -332
fmax_mhz = 751
worst_pin_slew_ps = 138

[grt]
via_count_of_the_first_global_routing_pass = 500
grt_pass1_wl_um = 2700
grt_antenna_before_repair = 0
groute.usage.overall_pct = 3.52
grt_start_max_net_pins = 9
grt.overflow.total = 0

[cts]
cts_made_buffers = 3
cts_max_path_buffers = 2
cts_num_sinks = 16
clk_transition_reported_paths_ps = 60
htree_levels = 1
tritoncts = built
cts_root_buf = clkbuf_8

[pwr]
vdd.ir_drop.worst_mv = 0.271
design_power_total_uw = 1670
power.density_cell_area_mw_per_mm2 = 1290
total_leakage_power_uw = 0.000559

[placement]
place_ws_ps = -829
hpwl_after_dpl_um = 1430
numPortBuffers = 33
gp_routability_congestion = 0.715
placed_cells_incl_taps = 147

[finish]
layout_top_cell = buf_6
final_layout_size_suffix_gt1_share_pct = 71.3
reg.largest.list = REG.Q: 16 flops
top_register = REG.Q
largest_register_ff_count = 16
synthToLayoutAreaGrowth_pct = 111
layout_top_cells_excl_fill_tap = buf_6 (22), buf_4 (20), edfxtp_1 (16)
final_cells = 162

[run_status]
violations = negative setup slack
run_status = finished, violations left

[hold_path]
timing.hold.worst.start = SW[9]
hold-path-endpoint = REG.Q[10]
worstHoldPathType = primary input to flop
holdPathStages = 3
cells in the mapped netlist (all sizes together):
master	count	area share [%]
mux2	8	20
inv	1	0.61
buf	1	1.8
edfxtp	16	78
kinds of logic after synthesis:
kind of cell / count (synthesis)
mux: 8
buf+inv: 2
flops: 16
worst max-delay path: stages (launching register included):
cell      delay [ps]
edfxtp_1         380
buf_4            140
mux2_4           260
buf_6            110
power by group:
part | total [uW] | internal, uW | switching (uW)
Combinational | 396 | 304 | 92.7
Sequential | 825 | 799 | 25.9
Clock | 453 | 266 | 187
Total | 1670 | 1370 | 305
metal layers:
metal  GRT usage [%]  wire length, um
met1            3.36              592
met2            6.85             1080
met3            1.56              113
met4           0.447                0
met5               0                0
stage by stage:
step | setup TNS (ps) | instance area (um2) | util [%]
CTS | -3010 | 1220 | 20.6
floorplan | 0 | 616 | -
finish | -2990 | 1300 | 22.0
detailed placement | -13540 | 1150 | 19.4
global route | -3810 | 1300 | 22.0
global placement | -13400 | 1150 | 19.4
worst max path at each step:
stage / from / to / slack (ps) / depth (start not counted)
4_1_cts: REG.Q[12] / LEDR[4] / -340 / 3
5_1_grt: REG.Q[14] / LEDR[6] / -390 / 3
6_report: REG.Q[14] / LEDR[6] / -330 / 3
final cells by class:
cell class / instances / area [um2]
Inverter: 1 / 3.75
Clock buffer: 3 / 41.3
Timing Repair Buffer: 59 / 561
Fill cell: 601 / 4620
Sequential cell: 16 / 480
Tap cell: 75 / 93.8
Multi-Input combinational cell: 8 / 120
repair_timing:
action                     in CTS  in global routing
gates cloned                    1                  0
hold endpoints to repair        0                  0
hold buffers                    0                  0
setup endpoints to repair      36                 22
buffers inserted               18                  6
gates resized                  86                 13
Power figures rest on the tool's default switching activity, not on a simulated workload.
