==> /design/flow/design.v <==
module ALU(Ain, Bin, ALUop, out, Z);
    input [15:0] Ain;
    input [15:0] Bin;
    input [1:0] ALUop;
    output reg [15:0] out;
    output reg [2:0] Z;
    always_comb begin
        Z[0] = 1'b0;
        case(ALUop)
            2'b00: begin
                out = Ain+Bin;
                if ({1'b0, Ain} + {1'b0, Bin} != {1'b0,out})
                    Z[0] = 1'b1;
            end
            2'b01: begin
                out=Ain-Bin;
                if(Bin[15]==0 && Ain[15]==1 && out[15] == 0)
                    Z[0]=1'b1;
                else if(Bin[15]==1 && Ain[15]==0 && out[15] == 1)
                    Z[0]=1'b1;
            end
            2'b10: begin
                out=Ain&Bin;
            end
            2'b11: begin
                out=~Bin;
            end
            default: begin
                out=0;
            end
        endcase
    end
    assign Z[2] = (out == 16'd0) ? 1'b1 : 1'b0;
    assign Z[1] = (out[15] == 1'b1) ? 1'b1 : 1'b0;
endmodule
module datapath( clk         ,  
                readnum     ,
                vsel        ,
                loada       ,
                loadb       ,
                shift       ,
                asel        ,
                bsel        ,
                ALUop       ,
                loadc       ,
                loads       ,
                writenum    ,
                write       ,  
                mdata,
                sximm5,
                sximm8,
                PC,
                Z_out       ,
                datapath_out
             );
            input [15:0] mdata, sximm8, sximm5;
            input [7:0] PC;
            input [2:0] writenum, readnum;
            input [1:0] ALUop, shift, vsel;
            input write, clk, loada, loadb, loadc, loads, asel, bsel;
            reg [15:0] data_in, data_out, wireA, wireB, sout, Ain, Bin, out;
            reg [2:0] Z;
            output reg [2:0] Z_out;
            output reg [15:0] datapath_out;
            Mux4 MuxInit(.select(vsel), .mdata(mdata), .sximm8(sximm8), .PC(PC), .C(datapath_out), .out(data_in));
            regfile REGFILE(.data_in(data_in), .writenum(writenum), .write(write), .readnum(readnum), .clk(clk), .data_out(data_out));
            minireg regA(.in(data_out), .out(wireA), .load(loada), .clk(clk));
            minireg regB(.in(data_out), .out(wireB), .load(loadb), .clk(clk));
            shifter mainShifter(.in(wireB), .shift(shift), .sout(sout));
            Mux2 MuxA(.select(asel), .input1({16{1'b0}}), .input0(wireA), .out(Ain));
            Mux2 MuxB(.select(bsel), .input1(sximm5), .input0(sout), .out(Bin));
            ALU ALUMain(.Ain(Ain), .Bin(Bin), .ALUop(ALUop), .out(out), .Z(Z));
            minireg regC(.in(out), .out(datapath_out), .load(loadc), .clk(clk));
            statusreg regZ(.in(Z), .out(Z_out), .load(loads), .clk(clk));
endmodule: datapath
module Mux4 (input [1:0] select, input [15:0] mdata, input [15:0] sximm8, input [7:0] PC, input [15:0] C, output reg [15:0] out);
    always@(*) begin
        case(select)
            2'b00: out <= C;
            2'b01: out <= {8'b0, PC};
            2'b10: out <= sximm8;
            2'b11: out <= mdata;
            default: out <= {16{1'bx}};
        endcase
    end
endmodule: Mux4
module Mux2 (input select, input [15:0] input1, input [15:0] input0, output reg [15:0] out);
    always@(*) begin
        case(select)
            1'b0: out <= input0;
            1'b1: out <= input1;
            default: out <= {16{1'b1}};
        endcase
    end
endmodule: Mux2
module minireg(input [15:0] in, output reg [15:0] out, input load, input clk);
    always_ff @(posedge clk) if (load) out <= in;
endmodule:minireg
module statusreg(input [2:0] in, output reg [2:0] out, input load, input clk);
    always_ff @(posedge clk) if (load) out <= in;
endmodule:statusreg
module regfile(data_in,writenum,write,readnum,clk,data_out);
    input [15:0] data_in;
    input [2:0] writenum, readnum;
    input write, clk;
    output reg [15:0] data_out;
    reg [15:0] R0, R1, R2, R3, R4, R5, R6, R7;
    WriteData writetoreg(.clk(clk), .write(write), .writenum(writenum), .data_in(data_in), .R0(R0), .R1(R1), .R2(R2), .R3(R3), .R4(R4), .R5(R5), .R6(R6), .R7(R7));
    ReadData readreg(.readnum(readnum), .R0(R0), .R1(R1), .R2(R2), .R3(R3), .R4(R4), .R5(R5), .R6(R6), .R7(R7), .data_out(data_out));
endmodule: regfile
module WriteData(clk, write, writenum, data_in, R0, R1, R2, R3, R4, R5, R6, R7);
    input clk, write;
    input [2:0] writenum;
    input [15:0] data_in;
    output reg [15:0] R0, R1, R2, R3, R4, R5, R6, R7;
    always_ff @ (posedge clk) begin
        case({writenum, write})
            {3'b000, 1'b1}: R0 <= data_in;
            {3'b001, 1'b1}: R1 <= data_in;
            {3'b010, 1'b1}: R2 <= data_in;
            {3'b011, 1'b1}: R3 <= data_in;
            {3'b100, 1'b1}: R4 <= data_in;
            {3'b101, 1'b1}: R5 <= data_in;
            {3'b110, 1'b1}: R6 <= data_in;
            {3'b111, 1'b1}: R7 <= data_in;
            default: begin  
                R0 <= R0;
                R1 <= R1;
                R2 <= R2;
                R3 <= R3;
                R4 <= R4;
                R5 <= R5;
                R6 <= R6;
                R7 <= R7;
            end
        endcase
    end
endmodule: WriteData
module ReadData(readnum, R0, R1, R2, R3, R4, R5, R6, R7, data_out);
    input [2:0] readnum;
    input [15:0] R0, R1, R2, R3, R4, R5, R6, R7;
    output reg [15:0] data_out;
    always @(*) begin
       case(readnum)
            3'b000: data_out <= R0;
            3'b001: data_out <= R1;
            3'b010: data_out <= R2;
            3'b011: data_out <= R3;
            3'b100: data_out <= R4;
            3'b101: data_out <= R5;
            3'b110: data_out <= R6;
            3'b111: data_out <= R7;
            default: data_out <= {16{1'b1}};
       endcase 
    end
endmodule: ReadData
module shifter(in, shift, sout);
    input [15:0] in;
    input [1:0] shift;
    output reg [15:0] sout;
    always_comb begin
        case(shift)
            2'b00:
            sout=in;
            2'b01:
            sout=in<<1;
            2'b10:
            sout=in>>1;
            2'b11:
            sout= $signed(in)>>>1;
        endcase
  end
endmodule
==> /design/flow/run.sh <==
#!/bin/bash
# OpenROAD 26Q1-2900-gdf79404cd8, Yosys 0.63+post, stock flow scripts
make -C /OpenROAD-flow-scripts/flow DESIGN_CONFIG=/design/flow/config.mk WORK_HOME=/design/flow/orfs finish
==> /design/flow/config.mk <==
export PLATFORM = sky130hd
export DESIGN_NAME = datapath
export DESIGN_NICKNAME = datapath
export VERILOG_FILES = /design/flow/design.v
export SDC_FILE = /design/flow/constraint.sdc
export NUM_CORES = 4
export LEC_CHECK = 1
export CORE_UTILIZATION = 30
==> /design/flow/constraint.sdc <==
current_design datapath

set clk_period 6.8
set clk_io_pct 0.2

create_clock -name clk0 -period $clk_period [get_ports {clk}]

set non_clock_inputs [all_inputs -no_clocks]
set_input_delay [expr $clk_period * $clk_io_pct] -clock clk0 $non_clock_inputs
set_output_delay [expr $clk_period * $clk_io_pct] -clock clk0 [all_outputs]
==> impl_metrics.xml <==
<?xml version="1.0" encoding="UTF-8"?>
<metrics>
  <group name="outcome">
    <metric name="run_status" unit="">finished, final reports clean</metric>
  </group>
  <group name="cts">
    <metric name="cts_buffer_depth" unit="">2</metric>
    <metric name="clk-insertion-delay-late" unit="ns">0.42</metric>
    <metric name="cts_setup_buffers" unit="">0</metric>
    <metric name="cts.repair.resized" unit="">0</metric>
    <metric name="cts_root_buf" unit="">sky130_fd_sc_hd__clkbuf_16</metric>
    <metric name="clk_transition_reported_paths" unit="ns">0.06</metric>
    <metric name="post_cts_hold_buffer_count" unit="">0</metric>
    <metric name="numCtsBuffers" unit="">17</metric>
    <metric name="clock_tree_from_tritoncts" unit="">built</metric>
    <metric name="h-tree-depth" unit="">4</metric>
    <metric name="number_of_clock_sinks" unit="">179</metric>
  </group>
  <group name="logic_synthesis">
    <metric name="ys_cells" unit="">796</metric>
    <metric name="synth-seq-cells" unit="">179</metric>
    <metric name="common_cells" unit="">sky130_fd_sc_hd__edfxtp_1, sky130_fd_sc_hd__nor2_1, sky130_fd_sc_hd__a21oi_1, sky130_fd_sc_hd__nand2_1, sky130_fd_sc_hd__inv_1</metric>
    <metric name="yosys.cell_types.count" unit="">71</metric>
    <metric name="synth.largest_area_cell" unit="">sky130_fd_sc_hd__edfxtp_1</metric>
    <metric name="synth.top_cell.area_share" unit="">0.561</metric>
    <metric name="yosysChipArea" unit="um^2">9570</metric>
    <metric name="synth_sequential_area_ratio" unit="">0.561</metric>
    <metric name="postSynth.asyncResetShare" unit="">0</metric>
    <metric name="synth.cell_area" unit="um^2">9570</metric>
    <metric name="syn_area_per_cell" unit="um^2">12.0</metric>
    <metric name="ys_warn_count" unit="">10</metric>
    <metric name="synthesized_instance_count" unit="">796</metric>
    <metric name="synthTopCellsByArea" unit="">sky130_fd_sc_hd__edfxtp_1, sky130_fd_sc_hd__ha_1, sky130_fd_sc_hd__mux2i_1</metric>
    <metric name="postSynth.topFlopCell" unit="">sky130_fd_sc_hd__edfxtp_1</metric>
    <metric name="synth_top_cell_by_count" unit="">sky130_fd_sc_hd__edfxtp_1</metric>
    <metric name="edf_count" unit="">179</metric>
  </group>
  <group name="drt">
    <metric name="routed_wirelength" unit="mm">25.0</metric>
    <metric name="viasPerCell" unit="">5.11</metric>
    <metric name="drc_errors_left" unit="">0</metric>
    <metric name="route.vias.total" unit="">6638</metric>
    <metric name="detail-route-antenna-nets" unit="">0</metric>
    <metric name="number_of_drc_markers_after_the_initial_detailed_route_iteration" unit="">489</metric>
    <metric name="avgRoutedWirePerCell" unit="um">19.2</metric>
    <metric name="diodes" unit="">0</metric>
    <metric name="drt_pre_antenna_iters" unit="">5</metric>
  </group>
  <group name="die">
    <metric name="floorplan.core_area" unit="um^2">31500</metric>
    <metric name="std_cell_rows" unit="">65</metric>
    <metric name="boundaryPins" unit="">95</metric>
    <metric name="die_y" unit="um">181</metric>
    <metric name="fraction_of_the_core_area_occupied_by_cells_at_floorplan" unit="">0.304</metric>
    <metric name="die-area" unit="um^2">32600</metric>
    <metric name="die_w" unit="um">181</metric>
  </group>
  <group name="finish">
    <metric name="area_delta_synth_final" unit="%">20.4</metric>
    <metric name="drive_gt1_frac" unit="">0.0958</metric>
    <metric name="fillerInstances" unit="">2971</metric>
    <metric name="post-route-util" unit="">0.366</metric>
  </group>
  <group name="sta">
    <metric name="timing.hold.ws" unit="ns">0.572</metric>
    <metric name="finalHoldViolCount" unit="">0</metric>
    <metric name="rsz_0062_raised_after_global_routing" unit="">false</metric>
    <metric name="clock.fmax" unit="GHz">0.178</metric>
    <metric name="setup_total_negative_slack" unit="ns">0</metric>
    <metric name="report.final.setup_viol" unit="">0</metric>
    <metric name="final.min_clock_period" unit="ns">5.63</metric>
    <metric name="finalCritPeriodShare" unit="">0.828</metric>
    <metric name="max_slew_margin" unit="">0.402</metric>
    <metric name="clock_skew" unit="ns">0.00826</metric>
    <metric name="worst-slew-pin-transition" unit="ns">0.894</metric>
    <metric name="final-max-slew-violation-count" unit="">0</metric>
  </group>
  <group name="placed_design">
    <metric name="numPortBuffers" unit="">94</metric>
    <metric name="gp_routability_congestion" unit="">0.900</metric>
    <metric name="dp_hpwl" unit="mm">17.9</metric>
  </group>
  <group name="worst_setup_path">
    <metric name="timing.critical_path.arrival" unit="ns">5.88</metric>
    <metric name="crit_required" unit="ns">7.05</metric>
    <metric name="cp-end-kind" unit="">flip-flop</metric>
    <metric name="cpPeakStageDelay" unit="ns">0.84</metric>
    <metric name="path_max_fanout" unit="">18</metric>
    <metric name="timing.critical_path.cells" unit="">clkdlybuf4s50_1 -&gt; clkinv_1 -&gt; a31oi_1 -&gt; ha_1 -&gt; inv_1 -&gt; fa_1 -&gt; or2b_1 -&gt; a21oi_1 -&gt; o21ai_1 -&gt; mux2_2 -&gt; a211o_1 -&gt; and4bb_1 -&gt; nand4bb_1 -&gt; or4_1 -&gt; nor4_2</metric>
    <metric name="timing.critical_path.slowest_stage_cell" unit="">sky130_fd_sc_hd__clkdlybuf4s50_1</metric>
    <metric name="timing_worst_setup_path_type" unit="">in2reg</metric>
    <metric name="reg2reg_setup_slack" unit="ns">2.60</metric>
    <metric name="worstSetupStartpointType" unit="">input port</metric>
  </group>
  <group name="power_and_ir_drop">
    <metric name="peakVddDrop" unit="mV">0.122</metric>
    <metric name="static_leakage" unit="nW">4.13</metric>
    <metric name="power-per-cell-area" unit="nW/um^2">238</metric>
    <metric name="total_power" unit="mW">2.74</metric>
  </group>
  <group name="global_routing">
    <metric name="grt_usage" unit="">0.166</metric>
    <metric name="grt_first_pass_wirelength" unit="mm">39.3</metric>
    <metric name="overflow" unit="">0</metric>
    <metric name="grt_antenna_before_repair" unit="">0</metric>
    <metric name="grt_start_max_net_pins" unit="">45</metric>
    <metric name="grt_pass1_vias" unit="">6832</metric>
  </group>
  <group name="run">
    <metric name="tool_warnings" unit="">39</metric>
    <metric name="max_capacitance_violation_count" unit="">0</metric>
  </group>
  <group name="hold_path">
    <metric name="hold_class" unit="">reg2reg</metric>
  </group>
</metrics>
flip-flops by register name (all words and copies together), names as in the netlist:
register / cells
REGFILE.writetoreg.R0: 16
REGFILE.writetoreg.R1: 16
REGFILE.writetoreg.R2: 16
REGFILE.writetoreg.R3: 16
REGFILE.writetoreg.R4: 16
REGFILE.writetoreg.R5: 16
REGFILE.writetoreg.R6: 16
REGFILE.writetoreg.R7: 16
regA.out: 16
regB.out: 16
regC.out: 16
regZ.out: 3
routing by layer:
layer  part of all wire  global-route usage  wire length [um]  vias to the layer above
li1                   -                   -                 -                     3212
met1               0.44               0.238             11000                     3202
met2               0.49               0.270             12200                      203
met3              0.063              0.0482              1560                       21
met4             0.0084              0.0133               210                        0
met5                  0                   0                 0                        -
placed cells by master, fill, tap and decap left out, drive strengths merged, types with 4 or more instances in the layout:
cell,count
a22o,18
a21oi,54
clkinv,7
mux2i,34
a31oi,8
nand2b,10
clkdlybuf4s50,94
a221oi,21
o22ai,7
a211o,4
nor2,68
ha,33
o21bai,5
mux4,12
inv,48
o211ai,4
edfxtp,179
o221ai,4
nor2b,25
o21ai,41
buf,18
and3,5
clkbuf,18
nand3,8
nand2,47
clkinvlp,5
mux2,19
a21o,6
o21a,7
o31ai,9
xnor2,9
nor4,7
nor3,13
logic make-up (layout without fill, tap and decap cells):
logic type,Yosys count,in the layout,synth area share
DFF,179,179,0.561
muxes,65,65,0.0861
adders and majority gates,35,35,0.0473
xor gates and xnor gates,10,10,0.00915
buffers and inverters,90,192,0.0400
AOI/OAI and AO/OA,213,213,0.150
and+or+nand+nor,204,204,0.106
worst max-delay path: cells and delay by family:
family	cells	cell delay (ns)
buffers and inverters	3	1.34
AND/OR/NAND/NOR	5	1.28
AND-OR/OR-AND	4	0.93
adder cells (fa/ha/maj)	2	0.68
multiplexers	1	0.29
where the power goes:
part           internal [mW]  switching, mW
Clock                  0.538          0.386
Combinational          0.219          0.279
Sequential              1.29         0.0278
metrics by stage:
step | worst slack (ns) | cells | cell area (um^2)
5_1_grt | 0.774 | 1300 | 11500
6_report | 1.17 | 1300 | 11500
2_1_floorplan | 1.87 | 796 | 9570
4_1_cts | 1.13 | 1300 | 11500
3_5_place_dp | 0.708 | 1268 | 11000
3_3_place_gp | 0.821 | 1268 | 11000
path summary, 6_finish.rpt:
path	from	end	cells after the start
worst max-delay path	bsel	regZ.out[2]	15
worst min register to register	REGFILE.writetoreg.R0[4]	regB.out[4]	1
worst min-delay path	REGFILE.writetoreg.R0[4]	regB.out[4]	1
worst max register to register	regB.out[0]	regZ.out[2]	14
final cells by class:
type	instances	area (um^2)	share of cell area
timing repair buffer	112	1080	0.0933
sequential	179	5380	0.466
clock buffer	18	429	0.0372
clock inverter	14	138	0.0119
tap	402	503	0.0436
inverter	48	180	0.0156
multi-input combinational	527	3830	0.332
Power is estimated from default activity; no workload was simulated.
